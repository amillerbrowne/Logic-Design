==> /design/flow/design.v <==
`timescale 1ns / 1ps
module ALU(A, B, S, Y);
	output [7:0]Y;
	wire [7:0]Y0;  
	wire [7:0]Y1;  
	wire [7:0]Y2;  
	wire [7:0]Y3;  
	input [1:0]S;
	input [3:0]A;
	input [3:0]B;
	buffer mod0(Y0, A, B);
	Binary_Adder mod1(A, B, Y1);
	BCD_Adder mod2(A, B, Y2);
	mult_4_4 mod3(Y3, A, B);
	mux my_mux(Y, Y0, Y1, Y2, Y3, S);
endmodule
`timescale 1ns / 1ps
module BCD_Adder(A, B, S);
	output [7:0]S;
	input [3:0]A;
	input [3:0]B;
	wire Cout, K, Z8, Z4, Z2, Z1, M;
	Four_Bit_Adder fba1(1'b0, A[0], A[1], A[2], A[3], B[0], B[1], B[2], B[3], K, Z8, Z4, Z2, Z1);
	assign Cout = (Z8 & Z4) | (Z2 & Z8) | K;  
	Four_Bit_Adder fba2(1'b0,1'b0,Cout,Cout,1'b0, Z1, Z2, Z4, Z8, M, S[3], S[2], S[1], S[0]);
	assign S[4] = (Cout == 0) ? 1'b0 : 1'b1;  
	assign S[5] = 1'b0;
	assign S[6] = 1'b0;
	assign S[7] = 1'b0;
endmodule
`timescale 1ns / 1ps
module Binary_Adder(A, B, S);
	output [7:0]S;
	input [3:0]A;
	input [3:0]B;
	wire  C1, C2, C3, C4;
	full_adder fa0 (1'b0, A[0], B[0], C1, S[0]);
	full_adder fa1 (C1, A[1], B[1], C2, S[1]);
	full_adder fa2 (C2, A[2], B[2], C3, S[2]);
	full_adder fa3 (C3, A[3], B[3], C4, S[3]);
	assign S[4] = (C4 == 0) ? 1'b0 : 1'b1;
	assign S[5] = 1'b0;
	assign S[6] = 1'b0;
	assign S[7] = 1'b0;
endmodule
`timescale 1ns / 1ps
module Four_Bit_Adder(Cin, A0, A1, A2, A3, B0, B1, B2, B3, K, Z8, Z4, Z2, Z1);
	output K, Z8, Z4, Z2, Z1;
	input A0, A1, A2, A3, B0, B1, B2, B3, Cin;
	wire  C1, C2, C3;
	full_adder fa0 (1'b0, A0, B0, C1, Z1);
	full_adder fa1 (C1, A1, B1, C2, Z2);
	full_adder fa2 (C2, A2, B2, C3, Z4);
	full_adder fa3 (C3, A3, B3, K, Z8);
endmodule
`timescale 1ns / 1ps
module buffer(Y, A, B);
	output [7:0]Y;
	input [3:0]A;
	input [3:0]B;
	assign Y = {A, B};
endmodule
`timescale 1ns / 1ps
module full_adder(Cin, A, B, Cout, Sum);
	output Cout, Sum;
	input A, B, Cin;
	assign {Cout, Sum} = A + B + Cin;
endmodule
`timescale 1ns / 1ps
module mult_4_4(Y, A, B);
	output [7:0]Y;
	input [3:0]A;
	input [3:0]B;
	assign Y = A*B;
endmodule 
`timescale 1ns / 1ps
module mux(Y,A0,A1,A2,A3,S);
	output [7:0]Y;
	input [1:0]S;
	input [7:0]A0;
	input [7:0]A1;
	input [7:0]A2;
	input [7:0]A3;
	reg [7:0]Y;
	always @(S or A0 or A1 or A2 or A3) 
	case(S)
		2'b00: Y = A0;
		2'b01: Y = A1;
		2'b10: Y = A2;
		2'b11: Y = A3;
	endcase
endmodule
==> /design/flow/run.sh <==
#!/bin/bash
# OpenROAD 26Q1-2900-gdf79404cd8, Yosys 0.63+post, stock flow scripts
make -C /OpenROAD-flow-scripts/flow DESIGN_CONFIG=/design/flow/config.mk WORK_HOME=/design/flow/orfs finish
==> /design/flow/config.mk <==
export PLATFORM = sky130hd
export DESIGN_NAME = ALU
export DESIGN_NICKNAME = ALU
export VERILOG_FILES = /design/flow/design.v
export SDC_FILE = /design/flow/constraint.sdc
export NUM_CORES = 4
export LEC_CHECK = 1
export CORE_AREA = 10 10 73 73
export DIE_AREA = 0 0 83 83
==> /design/flow/constraint.sdc <==
current_design ALU

set clk_period 3.7
set clk_io_pct 0.2

create_clock -name clk0 -period $clk_period

set non_clock_inputs [all_inputs -no_clocks]
set_input_delay [expr $clk_period * $clk_io_pct] -clock clk0 $non_clock_inputs
set_output_delay [expr $clk_period * $clk_io_pct] -clock clk0 [all_outputs]
==> results.sh <==
# physical design summary
export IMPL_crit_type="in -> out"
export IMPL_yosys_stat_seqShare_pct=0
export IMPL_rsz0062_at_grt="yes"
export IMPL_gr_max_usage_layer="met1"
export IMPL_post_place_ws_ps=-1320
export IMPL_period_used_pct=112
export IMPL_clockPowerShare_pct=0
export IMPL_yosys_area_top_type="ha_1"
export IMPL_yosysUniqueCellTypes=22
export IMPL_ff_count=0
export IMPL_cp_slowest_stage_delay_ps=440
export IMPL_seq_power_share_pct=0
export IMPL_area_growth_pct=61.7
export IMPL_dieArea_sq_um=6890
export IMPL_num_vias=753
export IMPL_first_iter_violations=6
export IMPL_fin_crit_ps=4140
export IMPL_slowest_stage="fa_1"
export IMPL_p_comb_share_pct=100.0
export IMPL_drive_gt1_share_pct=48.0
export IMPL_tns_ps=-1790
export IMPL_grt_max_degree=10
export IMPL_critPathTopFamily="adder cells"
export IMPL_hold_class="in -> out"
export IMPL_dp_hpwl_mm=1.70
export IMPL_holdPathStages=5
export IMPL_met3_usage_pct=1.38
export IMPL_ys_cells=90
export IMPL_netlist_area_leader_share_pct=26.3
export IMPL_worst_pin_slew_ps=435
export IMPL_worstPathCellList="buf_8, ha_4, inv_2, fa_2, fa_2, inv_2, fa_1, a21o_1, ha_2, ha_4, nor2_4, xnor2_1, mux4_2, buf_2"
export IMPL_diodes=0
export IMPL_slew_headroom_pct=70.9
export IMPL_drv_cap=0
export IMPL_vdd_drop_max_mv=0.0538
export IMPL_grt_pass1_vias=725
export IMPL_ys_chip_area_sq_um=761
export IMPL_switchingPower_uw=87.9
export IMPL_post_drt_wl_per_cell_microns=11.2
export IMPL_total_leakage_power_uw=0.000614
export IMPL_maxSlewViolCount=0
export IMPL_path_depth=14
export IMPL_syn_avg_cell_area_sq_um=8.45
export IMPL_io_buffers=18
export IMPL_ys_warn_count=1
export IMPL_grt_total_usage_pct=5.51
export IMPL_power_internal_uw=125
export IMPL_ant_nets=0
export IMPL_yosys_top_cells_area="ha_1 26%, fa_1 18%, mux4_2 12%"
export IMPL_power_density_nw_per_um2=173
export IMPL_violations="negative setup slack"
export IMPL_syn_area_sq_um=761
export IMPL_p_total_uw=213
export IMPL_crit_path_start_kind="primary input"
export IMPL_die_width_microns=83
export IMPL_clkbuf_count=0
export IMPL_power_share_switching_pct=41.3
export IMPL_first_pass_iters=4
export IMPL_place_gp_congestion=0.908
export IMPL_crit_fanout=2
export IMPL_fp_row_count=22
export IMPL_grt_pass1_wl_mm=3.37
export IMPL_synthCells=90
export IMPL_max_freq_ghz=0.242
export IMPL_worst_path_buf_inv=4
export IMPL_cp_end_kind="primary output"
export IMPL_fp_util_pct=20.3
export IMPL_antenna_found_initial=0
export IMPL_grt_overflow_total=0
export IMPL_status="finished with violations"
export IMPL_final_hold_viol_count=0
export IMPL_crit_arrival_ps=3400
export IMPL_met1_usage_pct=8.26
export IMPL_nFillCells=383
export IMPL_required_ps=2960
export IMPL_worst_slack_ps=-436
export IMPL_core_sq_um=3740
export IMPL_warning_count=36
export IMPL_via_per_inst=4.35
export IMPL_regArea_sq_um=0
export IMPL_grt_use_met2_pct=8.17
export IMPL_io_pins=18
export IMPL_dieHeight_microns=83
export IMPL_wl_mm=1.94
export IMPL_drc=0
export IMPL_setup_viol=7
==> cell families after synthesis <==
group / count (synthesis) / synth area share, %
buffers and inverters: 19 / 9.70
AND/OR/NAND/NOR: 28 / 18.4
adder cells (fa/ha/maj): 23 / 44.7
XOR/XNOR: 3 / 3.45
AND-OR/OR-AND: 12 / 10.5
multiplexers: 5 / 13.2
==> power groups by stage <==
stage | Sequential [uW] | Clock [uW] | Combinational, uW
6_report | 0 | 0 | 213
5_1_grt | 0 | 0 | 240
4_1_cts | 0 | 0 | 201
==> through the flow <==
step	instances	instance area [sq um]	hold WS, ps	utilization, %
CTS	171	1170	1930	31.4
detailed placement	169	1130	2630	30.1
floorplan	90	786	1530	-
global route	173	1230	1920	32.9
global placement	169	1130	2640	30.1
finish	173	1230	1890	32.9
==> path summary, 6_finish.rpt <==
path | start | endpoint | slack [ps]
setup / recovery | B[0] | Y[3] | -440
hold / removal | A[1] | Y[5] | 1890
==> layout make-up <==
type / instances / area (sq um) / area share, %
timing repair buffer: 37 / 310 / 25.2
multi-input combinational: 71 / 796 / 64.7
tap: 48 / 60.1 / 4.88
inverter: 17 / 63.8 / 5.19
==> Yosys cell counts, drive strengths merged, types with 2 or more instances <==
cell type / number
a211oi: 2
buf: 2
nand2: 12
o21a: 2
nor2: 3
inv: 17
a21oi: 3
nor2b: 2
xnor2: 2
ha: 16
a21o: 3
fa: 7
mux4: 4
and2: 7
==> cells in the final DEF (no fill, tap or decap), types with 2 or more instances in the layout <==
master	count
buf_4	13
a21o_1	3
ha_4	3
fa_2	3
inv_2	5
nand2_1	9
o21a_1	2
clkdlybuf4s50_1	3
ha_2	2
nand2_4	3
buf_2	10
ha_1	11
fa_1	4
buf_8	3
inv_1	12
buf_6	7
a21oi_1	2
and2_1	7
mux4_2	4
nor2_1	2
==> timing repair <==
item                       CTS  global route
pin swaps                   25            12
buffers inserted             2             2
hold buffers                 0             0
cloned                       0             0
gates resized               77             9
setup endpoints to repair    7             7
==> routing by layer <==
metal | up-vias | wire length [microns]
li1 | 376 | -
met1 | 353 | 981
met2 | 24 | 845
met3 | 0 | 112
met4 | 0 | 0
met5 | - | 0
==> worst min-delay path: stages <==
cell,delay [ps]
buf_8,80
buf_6,100
nand2_1,50
o21ai_1,80
buf_2,100
Power is estimated from default activity; no workload was simulated.
