===== /design/flow/config.mk =====
export PLATFORM = sky130hd
export DESIGN_NAME = debounced_counter
export DESIGN_NICKNAME = debounced_counter
export VERILOG_FILES = /design/flow/design.v
export SDC_FILE = /design/flow/constraint.sdc
export NUM_CORES = 4
export LEC_CHECK = 1
export CORE_AREA = 10 10 95 95
export DIE_AREA = 0 0 105 105

===== /design/flow/constraint.sdc =====
current_design debounced_counter

set clk_period 4.9
set clk_io_pct 0.2

create_clock -name clk0 -period $clk_period [get_ports {clk}]

set non_clock_inputs [all_inputs -no_clocks]
set_input_delay [expr $clk_period * $clk_io_pct] -clock clk0 $non_clock_inputs
set_output_delay [expr $clk_period * $clk_io_pct] -clock clk0 [all_outputs]

===== /design/flow/design.v =====
`timescale 1ns / 1ps
module counter(clk, button, reset, count);
	 input clk, button, reset;
	 output reg  [7:0]count;  
	 initial begin 
		count <= 8'b0; 
		end 
	 always@(posedge clk or posedge reset)
	 begin
		if(reset)
		begin  
			count <= 8'b0;
		end
		else if(button)  
		begin
			count <= count + 1'b1;
		end
	end
endmodule
`timescale 1ns / 1ps
module debounced_counter(clk, button, reset, count);
	input clk, button, reset;
	output [7:0]count;  
	wire clean;
	debouncer d(clk, button, reset, clean);
	counter c(clk, clean, reset, count);
endmodule
`timescale 1ns / 1ps
module debouncer(clk, button, reset, clean);
	input clk, button, reset;  
	output reg clean;
	parameter max = 16777215;  
	reg [23:0]max_count;  
	initial begin
		max_count <= 0; 
		clean <= 0;
		end
	always@(posedge clk)
	begin
		if(reset)
			begin  
				max_count <= 0; 
				clean <= 0;
			end
		else 
			begin
				if(button)
				begin
					if(max_count == max)
					begin
						clean <= 1;
						max_count <= max_count + 1'b1;  
					end
					else if(max_count == 24'b111111111111111111111111)
					begin
						clean <= 0;
						max_count <= 24'b111111111111111111111111;
					end
					else
					begin
						clean <= 0;
						max_count <= max_count + 1'b1;  
					end
				end
				else  
				begin
					clean <= 0;
					max_count <= 0;  
				end
			end
	end
endmodule

===== /design/flow/run.sh =====
#!/bin/bash
# OpenROAD 26Q1-2900-gdf79404cd8, Yosys 0.63+post, stock flow scripts
make -C /OpenROAD-flow-scripts/flow DESIGN_CONFIG=/design/flow/config.mk WORK_HOME=/design/flow/orfs finish

==> results.json <==
{
  "outcome": "completed",
  "routed_wl_microns": 2600,
  "setup_ws_ns": 2.47,
  "synthCells": 150,
  "worst_hold_slack_ns": 0.458,
  "clk_pin_slew_ns": 0.07,
  "reg2reg_setup_slack_ns": 2.98,
  "ys_seq_share_pct": 49.1,
  "setup_tns_ns": 0,
  "ys_ff": 33,
  "powerDensity_nw_per_um2": 305,
  "grt-ovfl-total": 0,
  "finalClockPeriodUsage_pct": 49.7,
  "vias": 1056,
  "maxCapViolations": 0,
  "fp-row-count": 30,
  "drt-initial-drc-count": 33,
  "grt_pass1_wl_microns": 4640,
  "numCtsBuffers": 5,
  "antenna_found_initial": 0,
  "tightest_slew_ns": 0.809,
  "leakage_nw": 0.594,
  "preCtsSetupSlack_ns": 2.11,
  "coreArea_sq_um": 6910,
  "crit_fanout": 24,
  "place.gp.congestion": 0.757,
  "grt_pass1_vias": 1031,
  "timing_hold_violations_final": 0,
  "drt-wirelength-per-cell_microns": 10.0,
  "die_x_microns": 105,
  "post_cts_buffers": 0,
  "ir_worst_vdd_mv": 0.132,
  "post_cts_resized": 0,
  "crit_type": "input port to flop",
  "netlist_area_sq_um": 1430,
  "grt_start_max_net_pins": 25,
  "syn_to_final_growth_pct": 22.1,
  "avgSynthCellArea_sq_um": 9.52,
  "firstDrtPassIters": 4,
  "worstPathRequired_ns": 5.08,
  "ys_types": 27,
  "num-fill-cells": 739,
  "holdCritPathClass": "flop to flop",
  "startpoint": "reset",
  "cp-endpoint": "d.clean",
  "fin_crit_ns": 2.43,
  "min-delay-start": "d.max_count[0]",
  "ys_warn_count": 2,
  "r2r-end": "d.max_count[23]",
  "root_buffer": "clkbuf_8",
  "cts_tree": "done",
  "dp_hpwl_microns": 1790,
  "diodes": 0,
  "max-slew-margin-rel_pct": 45.9,
  "drive_gt1_share_pct": 7.36,
  "die_height_microns": 105,
  "r2r_cells": 4,
  "warning_count": 25,
  "ant_nets": 0,
  "layout_top_cell": "dfxtp_1",
  "ys_cells": 150,
  "layout_top_cells": "dfxtp_1, nor2_1, xor2_1, nand2_1, nand3_1",
  "yosys_area_sq_um": 1430,
  "track_usage_pct": 4.78,
  "r2r-start": "d.max_count[7]",
  "clockBufferDepth": 2,
  "fmax_ghz": 0.411,
  "cts_sinks": 33,
  "via_per_inst": 4.08,
  "postPlaceCellArea_sq_um": 1630,
  "final_area_sq_um": 1740,
  "initCoreUtil_pct": 20.7,
  "cp.arrival_ns": 2.62,
  "h-tree-depth": 2,
  "clk_latency_ns": 0.28,
  "port_buffers": 10,
  "endpoint_kind": "flop",
  "start_kind": "input port",
  "final-max-slew-violation-count": 0,
  "holdBufCountCts": 0,
  "drc_errors": 0,
  "io_pins": 11,
  "fin_skew_ns": 0.00573,
  "dieArea_sq_um": 11000,
  "rsz0062_at_grt": "no",
  "setup_violations": 0
}
[synthesized netlist by cell type]
| cell | number | area (sq um) |
|---|---|---|
| o31ai_1 | 6 | 45.0 |
| o21ai_0 | 4 | 20.0 |
| nand3_1 | 11 | 55.1 |
| dfrtp_1 | 8 | 200 |
| xor2_1 | 12 | 105 |
| xnor2_1 | 7 | 61.3 |
| inv_1 | 3 | 11.3 |
| clkbuf_1 | 4 | 15.0 |
| a21oi_1 | 10 | 50.1 |
| nand4b_1 | 1 | 8.76 |
| or4_1 | 6 | 45.0 |
| or3_1 | 4 | 25.0 |
| mux2_2 | 1 | 11.3 |
| bufinv_8 | 1 | 17.5 |
| nor4_1 | 1 | 6.26 |
| and3_2 | 1 | 7.51 |
| nor2_1 | 15 | 56.3 |
| nand2_1 | 11 | 41.3 |
| and3_1 | 3 | 18.8 |
| dfxtp_1 | 25 | 500 |
| nand4_1 | 7 | 43.8 |
| and2_1 | 1 | 6.26 |
| or3b_1 | 1 | 8.76 |
| and4_4 | 1 | 11.3 |
| buf_2 | 1 | 5.00 |
| ha_1 | 2 | 25.0 |
| and4_1 | 3 | 26.3 |
[power by group]
part / leakage [nW] / switching [W] / internal, W
registers: 0.312 / 0.00000137 / 0.000270
clock network: 0.0543 / 0.000100 / 0.000152
logic: 0.228 / 0.00000518 / 0.00000300
[layer usage]
layer | vias to the layer above | global-route usage (%) | part of all wire (%)
li1 | 567 | - | -
met1 | 475 | 6.26 | 51
met2 | 10 | 7.52 | 42
met3 | 4 | 1.61 | 4.7
met4 | 0 | 0.980 | 1.8
met5 | - | 0 | 0
[cells by family after synthesis]
| kind of cell | count (synthesis) | share of synthesized area [%] |
|---|---|---|
| fa+ha+maj | 2 | 1.75 |
| compound gates | 20 | 8.06 |
| buf+inv | 9 | 3.42 |
| mux | 1 | 0.789 |
| xor+xnor | 19 | 11.7 |
| flops | 33 | 49.1 |
| simple gates | 66 | 25.2 |
[critical path, cell delays in order]
cell             delay, ns
clkdlybuf4s50_1       0.40
inv_1                 0.25
nand2_1               0.56
nor4_1                0.43
[worst min path at each step]
stage | end | cells after the start
after global routing | d.clean | 2
final | d.max_count[0] | 1
after CTS | d.max_count[0] | 1
[state kept, by name, indices dropped and copies added, names as in the netlist]
signal and count:
d.clean 1, c.count 8, d.max_count 24
[layout make-up]
class                      count  area, sq um  area share, %
clock inverter                 3         46.3           2.66
multi-input combinational    108          678           38.9
tap                           96          120           6.89
inverter                       4         28.8           1.65
timing repair buffer          10          100           5.74
sequential                    33          701           40.2
clock buffer                   5         68.8           3.95
[stage by stage]
step	total power, W	utilization (%)	instances
4_1_cts	0.000541	25.2	259
5_1_grt	0.000556	25.2	259
2_1_floorplan	0.000282	-	150
6_report	0.000532	25.2	259
3_3_place_gp	0.000286	23.6	251
3_5_place_dp	0.000286	23.6	251
No activity file was given, so power comes from the tool's default toggle rates.
